==> /design/flow/design.v <==
`timescale 1ns / 1ps
module calc_frac_bits(
    input [9:0] Frac_in,
    output [3:0] Frac_out
    );
    reg [3:0] frac;
    assign Frac_out = frac;
    always @(*) begin
        if(Frac_in[9]) frac <= Frac_in[8:5];
        else if(Frac_in[8]) frac <= Frac_in[7:4];
        else if(Frac_in[7]) frac <= Frac_in[6:3];
        else if(Frac_in[6]) frac <= Frac_in[5:2];
        else if(Frac_in[5]) frac <= Frac_in[4:1];
        else frac <= Frac_in[3:0];
    end
endmodule
`timescale 1ns / 1ps
module mac(
    input Clk,
    input [7:0] Ain,
    input [7:0] B,
    input [7:0] C,
    input Reset,
    input Load,
    output Done,
    output [7:0] Aout
    );
    reg [3:0] cs = 0;
    reg [4:0] ns = 0;
    reg stop;
    wire [3:0] frac_wire;
    wire [7:0]BC;
    reg [2:0]expB;
    reg [2:0]expC;
    reg [12:0] sum;
    reg [12:0] operand;
    reg [2:0] sum_exp;
    reg sum_sign_bit;
    reg [2:0] shift;
    reg [9:0] product;
    reg [3:0] exp_adder;
    reg sign_bit;
    reg [3:0]sum_frac;
    reg [7:0] result = 0;
    calc_frac_bits fraction(product, frac_wire);
    assign BC = {sign_bit, exp_adder[2:0], frac_wire};
    assign Aout = result;
    assign Done = stop;
    always @(posedge Clk) begin
        if(Reset) begin
            product <= 0;
            result <= Ain;
            sum <= 0;
            sum_exp <= 0;
            sum_sign_bit <= 0;
            exp_adder <= 0;
            sign_bit <= 0;
            expB <= 0;
            expC <= 0;
            ns <= 0;
        end
        else begin
            case(cs)
            0: begin
                stop <= 1;
                if(Load) ns <= 1;
                else ns <= 0;
                end
            1: begin 
                stop <= 0;
                if(B == 0 || C== 0) begin
                    sign_bit <= 0;
                    exp_adder <= 0;
                    product <= 0;
                    ns <= 3;
                end
                else begin 
                    product <= {7'h1, B[3:0]} * {7'h1, C[3:0]};
                    expB <= B[6:4]- 3;
                    expC <= C[6:4]- 3;
                    sign_bit <= B[7] ^ C[7];
                    ns <= 2;
                end
                end
            2: begin  
                ns <= 3;
                exp_adder <= expB + expC + 3 + product[9];
                end
            3: begin
                if(result == 0) begin 
                    result <= BC;
                    ns <= 0;
                end
                else if(BC == 0) begin
                    result <= result;
                    ns <= 0;
                end
                else begin
                    if(result[6:4] > BC[6:4])begin
                        sum <= {2'b01, result[3:0], 7'h00};
                        operand <= {2'b01, BC[3:0], 7'h00};
                        shift <= result[6:4] - BC[6:4];
                        sum_sign_bit <= result[7];
                        sum_exp <= result[6:4];
                    end
                    else if(BC[6:4] > result[6:4]) begin
                        sum <= {2'b01, BC[3:0], 7'h00};
                        operand <= {2'b01, result[3:0], 7'h00};
                        shift <= BC[6:4] - result[6:4];
                        sum_sign_bit <= BC[7];
                        sum_exp <= BC[6:4];
                    end
                    else if(result[3:0] > BC[3:0])begin
                        sum <= {2'b01, result[3:0], 7'h00};
                        operand <= {2'b01, BC[3:0], 7'h00};
                        shift <= result[6:4] - BC[6:4];
                        sum_sign_bit <= result[7];
                        sum_exp <= result[6:4];
                    end
                    else begin
                        sum <= {2'b01, BC[3:0], 7'h00};
                        operand <= {2'b01, result[3:0], 7'h00};
                        shift <= BC[6:4] - result[6:4];
                        sum_sign_bit <= BC[7];
                        sum_exp <= BC[6:4];
                    end
                    ns <= 7;
                end
                end
            4: begin 
                sum <= sum + operand;
                ns <= 6;
                end
            5: begin 
                sum <= sum - operand;
                ns <= 6;
                end
            6: begin 
                if(sum[12]) begin 
                    sum_exp <= sum_exp + 1;
                    sum_frac <= sum[11:8];
                end
                else if(sum[11]) begin
                    sum_exp <= sum_exp;
                    sum_frac <= sum[10:7];
                end
                else if(sum[10]) begin
                    sum_exp <= sum_exp - 1;
                    sum_frac <= sum[9:6];
                end
                else if(sum[9]) begin
                    sum_exp <= sum_exp - 2;
                    sum_frac <= sum[8:5];
                end
                else begin
                    sum_exp <= sum_exp - 3;
                    sum_frac <= sum[7:4];
                end
                ns <= 8;
                end
            7: begin 
                operand <= operand >> shift;
                if(result[7] == BC[7]) ns <= 4;
                else ns <= 5;
                end   
            8: begin 
                result <= {sum_sign_bit, sum_exp, sum_frac};
                ns <= 0;
            end
            default: begin
                ns <= 0;
                end
            endcase
        end
    end
    always @(negedge Clk) begin
        cs <= ns;
    end
endmodule
`timescale 1ns / 1ps
module matrix(
    input clk,
    input [7:0] A00,
    input [7:0] A01,
    input [7:0] A02,
    input [7:0] A10,
    input [7:0] A11,
    input [7:0] A12,
    input [7:0] A20,
    input [7:0] A21,
    input [7:0] A22,
    input [7:0] B00,
    input [7:0] B01,
    input [7:0] B02,
    input [7:0] B10,
    input [7:0] B11,
    input [7:0] B12,
    input [7:0] B20,
    input [7:0] B21,
    input [7:0] B22,
    output[7:0] Out00,
    output[7:0] Out01,
    output[7:0] Out02,
    output[7:0] Out10,
    output[7:0] Out11,
    output[7:0] Out12,
    output[7:0] Out20,
    output[7:0] Out21,
    output[7:0] Out22,
    input Reset,
    input Load,
    output reg Done
    );
    wire [7:0] Aout;
    reg [7:0] B_00;
    reg [7:0] B_01;
    reg [7:0] B_02;
    reg [7:0] B_10;
    reg [7:0] B_11;
    reg [7:0] B_12;
    reg [7:0] B_20;
    reg [7:0] B_21;
    reg [7:0] B_22;
    reg [7:0] C_00;
    reg [7:0] C_01;
    reg [7:0] C_02;
    reg [7:0] C_10;
    reg [7:0] C_11;
    reg [7:0] C_12;
    reg [7:0] C_20;
    reg [7:0] C_21;
    reg [7:0] C_22;
    reg [8:0] load_mac;
    wire [8:0] done_mac;
    reg [3:0] cs = 0;
    reg [3:0] ns = 0;
    reg [3:0] rs = 0;
    mac mac_00(.Clk(clk), .Ain(0), .B(B_00), .C(C_00), .Reset(Reset), .Load(load_mac[0]), .Done(done_mac[0]), .Aout(Out00));
    mac mac_01(.Clk(clk), .Ain(0), .B(B_01), .C(C_01), .Reset(Reset), .Load(load_mac[1]), .Done(done_mac[1]), .Aout(Out01));
    mac mac_02(.Clk(clk), .Ain(0), .B(B_02), .C(C_02), .Reset(Reset), .Load(load_mac[2]), .Done(done_mac[2]), .Aout(Out02));
    mac mac_10(.Clk(clk), .Ain(0), .B(B_10), .C(C_10), .Reset(Reset), .Load(load_mac[3]), .Done(done_mac[3]), .Aout(Out10));
    mac mac_11(.Clk(clk), .Ain(0), .B(B_11), .C(C_11), .Reset(Reset), .Load(load_mac[4]), .Done(done_mac[4]), .Aout(Out11));
    mac mac_12(.Clk(clk), .Ain(0), .B(B_12), .C(C_12), .Reset(Reset), .Load(load_mac[5]), .Done(done_mac[5]), .Aout(Out12));
    mac mac_20(.Clk(clk), .Ain(0), .B(B_20), .C(C_20), .Reset(Reset), .Load(load_mac[6]), .Done(done_mac[6]), .Aout(Out20));
    mac mac_21(.Clk(clk), .Ain(0), .B(B_21), .C(C_21), .Reset(Reset), .Load(load_mac[7]), .Done(done_mac[7]), .Aout(Out21));
    mac mac_22(.Clk(clk), .Ain(0), .B(B_22), .C(C_22), .Reset(Reset), .Load(load_mac[8]), .Done(done_mac[8]), .Aout(Out22));
    initial begin
        load_mac = 0;
    end
    always @(*) begin
        if(Reset)begin
            ns <= 0;
        end
        else begin
            case(cs)
            0: begin
                Done <= 1;
                load_mac = 9'b000000000;
                if(Load == 1) begin
                    ns <= 1;
                end
                else begin
                    ns <= 0;
                end
            end
            1: begin   
                Done <= 0;
                load_mac = 9'b000000001;
                B_00 <= A00;
                C_00 <= B00;
                ns <= 8;
                rs <= 2;
            end
            2: begin
                load_mac = 9'b000001011;
                B_00 <= B10;
                C_00 <= A01;
                B_01 <= B01;
                C_01 <= A00;
                B_10 <= B00;
                C_10 <= A10; 
                ns <= 8;
                rs <= 3; 
            end
            3: begin 
                load_mac = 9'b001011111;
                B_00 <= B20;
                C_00 <= A02;
                B_01 <= B11;
                C_01 <= A01;
                B_10 <= B10;
                C_10 <= A11; 
                B_02 <= B02;
                C_02 <= A00;
                B_11 <= B01;
                C_11 <= A10;
                B_20 <= B00;
                C_20 <= A20;   
                ns <= 8;
                rs <= 4;
            end
            4: begin
                load_mac = 9'b011111110;
                B_01 <= B21;
                C_01 <= A02;
                B_10 <= B20;
                C_10 <= A12; 
                B_02 <= B12;
                C_02 <= A01;
                B_11 <= B11;
                C_11 <= A11;
                B_20 <= B10;
                C_20 <= A21; 
                B_12 <= B02;
                C_12 <= A10;
                B_21 <= B01;
                C_21 <= A20;  
                ns <= 8;
                rs <= 5; 
            end
            5: begin 
                load_mac = 9'b111110100;
                B_02 <= B22;
                C_02 <= A02;
                B_11 <= B21;
                C_11 <= A12;
                B_20 <= B20;
                C_20 <= A22; 
                B_12 <= B12;
                C_12 <= A11;
                B_21 <= B11;
                C_21 <= A21;
                B_22 <= B02;
                C_22 <= A20;
                ns <= 8;
                rs <= 6;
            end
            6: begin 
                load_mac = 9'b110100000;
                B_12 <= B22;
                C_12 <= A12;
                B_21 <= B21;
                C_21 <= A22;
                B_22 <= B12;
                C_22 <= A21;
                ns <= 8;
                rs <= 7;
            end
            7: begin 
                load_mac = 9'b100000000;
                B_22 <= B22;
                C_22 <= A22;
                ns <= 8;
                rs <= 0;
            end
            8: begin 
                ns <= 9;
            end
            9: begin 
                load_mac = 9'b000000000;
                if(done_mac == 9'h1FF) ns <= rs;
                else ns <= 9;
            end
            default: begin
                ns <= 0;
                end
            endcase
        end
    end
    always @(posedge clk) begin
        cs <= ns;
    end
endmodule
==> /design/flow/run.sh <==
#!/bin/bash
# OpenROAD 26Q1-2900-gdf79404cd8, Yosys 0.63+post, stock flow scripts
make -C /OpenROAD-flow-scripts/flow DESIGN_CONFIG=/design/flow/config.mk WORK_HOME=/design/flow/orfs finish
==> /design/flow/config.mk <==
export PLATFORM = sky130hd
export DESIGN_NAME = matrix
export DESIGN_NICKNAME = matrix
export VERILOG_FILES = /design/flow/design.v
export SDC_FILE = /design/flow/constraint.sdc
export NUM_CORES = 4
export LEC_CHECK = 1
export CORE_UTILIZATION = 30
==> /design/flow/constraint.sdc <==
current_design matrix

set clk_period 6.1
set clk_io_pct 0.2

create_clock -name clk0 -period $clk_period [get_ports {clk}]

set non_clock_inputs [all_inputs -no_clocks]
set_input_delay [expr $clk_period * $clk_io_pct] -clock clk0 $non_clock_inputs
set_output_delay [expr $clk_period * $clk_io_pct] -clock clk0 [all_outputs]
==> results.ini <==
[drt]
drc=0
ant_nets=0
wl_met2_um=78400
vias=50100
met3WireLength_um=8100
highest_layer=met4
first_pass_iters=5
m1WireLength_um=72900
wl_per_cell_um=17.5
via_per_inst=5.18
drt_iter0_drc=3724
drt_wl_total_um=169000

[sta]
rsz0062_at_grt=false
final.setup.tns_ns=0
report.final.slew_viol_count=0
worst_pin_slew_ns=1.00
slew-limit-headroom=0.332
hold_violations=0
unclocked_pins=153
setup_viol=0
layout_setup_ws_ns=0.155
untimed_endpoints=154
clock_skew_ns=0.0209

[place]
gp_congestion=0.942
dp_hpwl_um=130000
io_buffer_count=219
dpl_worst_slack_ns=0.0124
dpl_cell_area_um2=62600

[worst_setup_path]
cp.buffers_inverters=1
cp-start-kind=flip-flop
cp_top_family=AND-OR/OR-AND gates
ff2ff_setup_slack_ns=0.15
cpMaxStageDelayCell=fa_1
max_stage_delay_ns=0.41
cp_common_cell=nand2b_1
path_class=flip-flop to flip-flop
arrival_ns=6.54
worstPathCellList=nand2b_1 > or2_2 > a21o_1 > buf_4 > fa_1 > nand2b_1 > a21oi_2 > o41a_1 > a41o_1 > nor2_1 > xnor2_1 > a31o_2
crit_required_ns=6.70
r2r_start=mac_11.cs[3]$_DFF_N_
r2r_cells=12
worstReg2RegEnd=mac_11.sum[10]$_SDFFE_PP0P_
endpoint_kind=flip-flop
path_max_fanout=7
cp.depth=12

[power_and_ir_drop]
power.switching_mw=3.57
power.leakage_nw=25.9
p_int_mw=8.87
p_seq_frac=0.389
power_density_nw_per_um2=188
combPwrFrac=0.159
clkPwrFrac=0.452
p_sw_frac=0.287
irDropWorstVdd_v=0.000212

[logic_synthesis]
yosys_warnings=12
ys_cells=6972
synth_top_area_share=0.167
yosysChipArea_um2=57600
top_cells_by_area=dfxtp_1 (17%), edfxtp_1 (9.9%), ha_1 (9.6%)
flop_cell=dfxtp_1
enable_flop_cells=189
synthArstFlopShare=0
synth_flops=823
syn_inst=6972
top_area_cell=dfxtp_1
common_cells=nor2_1 (754), a21oi_1 (686), nand2_1 (594), dfxtp_1 (481), inv_1 (475)
yosysMostFrequentCell=nor2_1
avgSynthCellArea_um2=8.26
yosysUniqueCellTypes=100
syn_area_um2=57600

[die]
die_w_um=440
die_h_um=440
core_um2=190000
fp-row-count=160
chip_area_um2=194000
initCoreUtil=0.302
pin_count=220

[layout]
drive_above_1_share=0.0756
design_area_um2=66000
syn_to_final_growth_pct=14.6

[global_routing]
grt_pass1_vias=47300
grt_use_total=0.178
grt_max_degree=82
antenna_found_initial=7
grt_pass1_wl_um=268000
gr-total-overflow=0

[run]
warning_count=124
max-cap-violations=0

[hold_path]
whs_path_depth=2
hp-start=mac_12.expB[1]$_SDFFE_PP0P_
hold_end=mac_12.expB[1]$_SDFFE_PP0P_
hp-class=flip-flop to flip-flop

[clocking]
holdBufCountCts=0
htreeDepth=3
clock_path_buffers=3
cts_tree=yes
cts-buffers-inserted=87
cts-root-buf=clkbuf_16
cts.clk_slew.worst_paths_ns=0.06
insertion_delay_ns=0.71

[run_status]
status=complete, no violations

==> state kept, by name, summed over array words and instances (netlist names), 13 cells and up <==
register,flops
mac_00.operand,13
mac_00.sum,13
mac_01.operand,13
mac_01.sum,13
mac_02.operand,13
mac_02.sum,13
mac_10.operand,13
mac_10.sum,13
mac_11.operand,13
mac_11.sum,13
mac_12.operand,13
mac_12.sum,13
mac_20.operand,13
mac_20.sum,13
mac_21.operand,13
mac_21.sum,13
mac_22.operand,13
mac_22.sum,13
==> metrics by stage <==
stage,hold WS (ns),cells,total power [mW],util
2_1_floorplan,0.427,6972,6.32,-
3_3_place_gp,0.439,9463,6.92,0.329
3_5_place_dp,0.447,9463,6.94,0.329
4_1_cts,0.455,9662,12.6,0.346
5_1_grt,0.476,9667,13.0,0.347
6_report,0.454,9668,12.4,0.347
==> cells in the final DEF, fill, tap and decap left out, types with 26 or more instances in the layout <==
cell | synthesis | final
and3_1 | 27 | 26
o211ai_1 | 31 | 31
nor2_1 | 754 | 746
nor4_1 | 67 | 64
a31oi_1 | 60 | 60
clkbuf_16 | 0 | 95
edfxtp_1 | 189 | 189
dlxtn_1 | 153 | 153
xor2_1 | 86 | 86
o31ai_1 | 80 | 74
or4_1 | 30 | 30
nand2b_1 | 119 | 118
nand4_1 | 26 | 26
nand3b_1 | 36 | 36
a21oi_1 | 686 | 681
o22ai_1 | 76 | 75
a22oi_1 | 139 | 139
nand3_1 | 181 | 181
mux4_2 | 45 | 45
ha_1 | 441 | 441
buf_4 | 6 | 155
nor3_1 | 138 | 136
fa_1 | 117 | 116
xnor2_1 | 204 | 204
nand2_1 | 594 | 589
dfxtp_1 | 481 | 475
a211oi_1 | 78 | 75
o21ai_0 | 248 | 244
mux2_2 | 43 | 43
inv_1 | 475 | 509
o21a_1 | 58 | 58
and2_1 | 112 | 111
mux2i_1 | 237 | 237
or2_2 | 51 | 50
a2111oi_0 | 42 | 38
a21o_1 | 44 | 44
nor2b_1 | 101 | 95
clkdlybuf4s50_1 | 0 | 218
==> per-layer routing <==
layer,global-route usage,vias to the layer above
met4,0.0831,0
met1,0.241,23600
met3,0.0263,258
met2,0.283,1207
li1,-,25000
met5,0,-
==> kinds of logic (layout without fill, tap and decap cells) <==
| logic type | after synthesis | after routing | share of synthesized area |
|---|---|---|---|
| multiplexers | 325 | 325 | 0.0672 |
| XOR/XNOR | 290 | 290 | 0.0441 |
| adder cells (fa/ha/maj) | 558 | 558 | 0.137 |
| AND/OR/NAND/NOR | 2335 | 2335 | 0.193 |
| latches | 153 | 153 | 0.0400 |
| buffers and inverters | 869 | 1049 | 0.0583 |
| AND-OR/OR-AND | 1772 | 1772 | 0.195 |
| flip-flops | 670 | 670 | 0.266 |
| other | 0 | 5 | 0 |
==> how the worst max path moves through the flow <==
| stage | slack, ns | startpoint | end |
|---|---|---|---|
| 4_1_cts | 0.001 | mac_21.cs[0]$_DFF_N_ | mac_21.sum[11]$_SDFFE_PP0P_ |
| 5_1_grt | 0.001 | mac_11.cs[3]$_DFF_N_ | mac_11.sum[10]$_SDFFE_PP0P_ |
| 6_report | 0.15 | mac_11.cs[3]$_DFF_N_ | mac_11.sum[10]$_SDFFE_PP0P_ |
==> power groups by stage <==
stage	clock [mW]	combinational (mW)	sequential [mW]
finish	5.62	1.98	4.84
global route	5.95	2.22	4.85
CTS	5.76	1.99	4.84
==> area by class of cell <==
type,instances,area [um2]
Sequential cell,823,17600
Clock inverter,87,721
Inverter,474,1780
Clock buffer,113,2490
Tap cell,2511,3140
Timing Repair Buffer,375,3370
Fill cell,18900,124000
Multi-Input combinational cell,5280,36900
Antenna cell,5,12.5
==> what timing repair did <==
action	CTS	global route
setup buffers	0	1
endpoints found under the setup margin	0	37
gates resized	0	44
==> worst reg2reg max path, delay by kind of cell, from the launching register on <==
kind,cells,cell delay [ns]
compound gates,5,1.04
xor+xnor,1,0.13
fa+ha+maj,1,0.41
buf+inv,1,0.13
flops,1,0.30
simple gates,4,0.79
Power and IR drop assume default switching activity.
